==> ./design.v <==
module FIFO_asynchronous(clk_r,clk_w, rst, buf_in, buf_out, wr_en, rd_en, buf_empty, buf_full, fifo_counter);
  input clk_r,clk_w, rst, wr_en, rd_en;
  input [7:0] buf_in;  
  output reg [7:0] buf_out;  
  output reg buf_empty, buf_full;
  output reg [7:0] fifo_counter;
  reg [3:0] rd_ptr, wr_ptr;
  reg [7:0] buf_mem[63:0];
  always @(fifo_counter) begin
    buf_empty = (fifo_counter == 0);
    buf_full = (fifo_counter == 64);
  end
  always @(posedge clk_w or posedge rst) begin
     if(rst)
        fifo_counter <= 0;
     else if(!buf_full && wr_en)
        fifo_counter <= fifo_counter + 1;
     else
        fifo_counter <= fifo_counter;  
  end
  always @(posedge clk_r) begin
    if(!buf_empty && rd_en)
        fifo_counter <= fifo_counter - 1;
     else
        fifo_counter <= fifo_counter;  
  end
  always @(posedge clk_r or posedge rst) begin
    if(rst)
      buf_out <= 0;
    else begin
      if(!buf_empty && rd_en)
        buf_out <= buf_mem[rd_ptr];
      else
        buf_out <= buf_out;
    end
  end
  always @(posedge clk_r or posedge rst) begin
    if(rst)
      buf_out <= 0;
    else begin
      if(!buf_empty && rd_en)
        buf_out <= buf_mem[rd_ptr];
      else
        buf_out <= buf_out;
    end
  end
  always @(posedge clk_w) begin
    if(!buf_full && wr_en)
      buf_mem[wr_ptr] <= buf_in;
    else
      buf_mem[wr_ptr] <= buf_mem[wr_ptr];
  end
  always @(posedge clk_w or posedge rst) begin
    if(rst)
      wr_ptr <= 0;
    else if(!buf_full && wr_en)
      wr_ptr <= wr_ptr +1;
    else
      wr_ptr <= wr_ptr;
  end
  always @(posedge clk_r or posedge rst) begin
    if(rst) 
      rd_ptr <= 0;
    else if(!buf_empty && rd_en)
      rd_ptr <= rd_ptr +1;
    else
      rd_ptr <= rd_ptr;
  end
endmodule
==> ./run.sh <==
#!/bin/bash
# OpenROAD 26Q1-2900-gdf79404cd8, Yosys 0.63+post, stock flow scripts
make -C /OpenROAD-flow-scripts/flow DESIGN_CONFIG=/design/flow/config.mk WORK_HOME=/design/flow/orfs finish
==> ./config.mk <==
export PLATFORM = sky130hd
export DESIGN_NAME = FIFO_asynchronous
export DESIGN_NICKNAME = FIFO_asynchronous
export VERILOG_FILES = /design/flow/design.v
export SDC_FILE = /design/flow/constraint.sdc
export NUM_CORES = 4
export LEC_CHECK = 1
export CORE_UTILIZATION = 50
==> ./constraint.sdc <==
current_design FIFO_asynchronous

set clk_period 6.6
set clk_io_pct 0.2

create_clock -name clk0 -period $clk_period [get_ports {clk_r}]
create_clock -name clk1 -period $clk_period [get_ports {clk_w}]

set non_clock_inputs [all_inputs -no_clocks]
set_input_delay [expr $clk_period * $clk_io_pct] -clock clk0 $non_clock_inputs
set_output_delay [expr $clk_period * $clk_io_pct] -clock clk0 [all_outputs]
==> run summary <==
run metrics: area reported by Yosys stat=about 7600 um^2, Yosys top cell by area=edfxtp_1, Yosys cell types=approximately 54, most instantiated cells after synthesis=136 x edfxtp_1, 30 x mux4_2, 26 x nand2_1, 24 x dfrtp_1, 24 x mux2_2, Yosys top cell by instances=edfxtp_1, synthesis-stage register bit count=~160, share of the synthesized area in the top cell type=53.63%, asr flop ratio synth=15.00%, sequential share of the synthesized area=roughly three fifths, top cells by area=edfxtp_1 54%, mux4_2 8.9%, dfrtp_1 7.9%, status=stopped before the end, most used flip-flop cell after synthesis=edfxtp_1, first reported error=ERROR: Found 8 problems in 'check -assert'., Failed at=1_2_yosys, EDFF count, synth=136, Yosys Instances=between 400 and 500, Ys Warns=1
[cells by family after synthesis]
logic type | count (synthesis) | share of synthesized area (%)
buffers and inverters | 46 | 3.566
adders and majority gates | 6 | 0.9858
AOI/OAI and AO/OA | 94 | 8.725
and+or+nand+nor | 88 | 5.784
DFF | 160 | 61.52
muxes | 77 | 17.35
xor gates and xnor gates | 18 | 2.070
