==> flow/design.v <==
module FIFO_synchronous(clk, rst, buf_in, buf_out, wr_en, rd_en, buf_empty, buf_full, fifo_counter);
  input clk, rst, wr_en, rd_en;
  input [7:0] buf_in;  
  output reg [7:0] buf_out;  
  output reg buf_empty, buf_full;
  output reg [7:0] fifo_counter;
  reg [3:0] rd_ptr, wr_ptr;
  reg [7:0] buf_mem[63:0];
  always @(fifo_counter) begin
    buf_empty = (fifo_counter == 0);
    buf_full = (fifo_counter == 64);
  end
  always @(posedge clk or posedge rst) begin
     if(rst)
        fifo_counter <= 0;
    else if((!buf_full && wr_en) && (!buf_empty && rd_en))
        fifo_counter <= fifo_counter;
      else if(!buf_full && wr_en)
        fifo_counter <= fifo_counter + 1;
      else if(!buf_empty && rd_en)
        fifo_counter <= fifo_counter - 1;
      else
        fifo_counter <= fifo_counter;  
  end
  always @(posedge clk or posedge rst) begin
    if(rst)
      buf_out <= 0;
    else begin
      if(!buf_empty && rd_en)
        buf_out <= buf_mem[rd_ptr];
      else
        buf_out <= buf_out;
    end
  end
  always @(posedge clk) begin
    if(!buf_full && wr_en)
      buf_mem[wr_ptr] <= buf_in;
    else
      buf_mem[wr_ptr] <= buf_mem[wr_ptr];
  end
  always @(posedge clk or posedge rst) begin
    if(rst) begin
      wr_ptr <= 0;
      rd_ptr <= 0;
    end
    else begin
      if(!buf_full && wr_en)
        wr_ptr <= wr_ptr +1;
      else
        wr_ptr <= wr_ptr;
      if(!buf_empty && rd_en)
        rd_ptr <= rd_ptr +1;
      else
        rd_ptr <= rd_ptr;
    end
  end
endmodule
==> flow/run.sh <==
#!/bin/bash
# OpenROAD 26Q1-2900-gdf79404cd8, Yosys 0.63+post, stock flow scripts
make -C /OpenROAD-flow-scripts/flow DESIGN_CONFIG=/design/flow/config.mk WORK_HOME=/design/flow/orfs finish
==> flow/config.mk <==
export PLATFORM = sky130hd
export DESIGN_NAME = FIFO_synchronous
export DESIGN_NICKNAME = FIFO_synchronous
export VERILOG_FILES = /design/flow/design.v
export SDC_FILE = /design/flow/constraint.sdc
export NUM_CORES = 4
export LEC_CHECK = 1
export CORE_UTILIZATION = 40
==> flow/constraint.sdc <==
current_design FIFO_synchronous

set clk_period 6.3
set clk_io_pct 0.2

create_clock -name clk0 -period $clk_period [get_ports {clk}]

set non_clock_inputs [all_inputs -no_clocks]
set_input_delay [expr $clk_period * $clk_io_pct] -clock clk0 $non_clock_inputs
set_output_delay [expr $clk_period * $clk_io_pct] -clock clk0 [all_outputs]
==> impl_metrics.yaml <==
# implementation run metrics
logic_synthesis:
  synth.cell_area_um2: 7330
  simple_gate_area_share_pct: 5.75
  ys_area_um2: 7330
  xor_share_pct: 1.43
  edf_count: 128
  synth_seq_share_pct: 60.6
  ff_type: "edfxtp_1"
  aoi_share_pct: 10.1
  synthCells: 492
  yosysWarnings: 1
  ys_ff: 152
  ys_async_sr_fraction_pct: 15.8
  ys_cells: 492
  ys_sh_mux_pct: 18.0
  syn_avg_cell_area_um2: 14.9
  top_logic_kind: "multiplexers"
  ys_types: 50
  adder_share_pct: 1.98
detailed_routing:
  drt_first_pass_iters: 5
  num_vias: 4782
  ant_nets: 0
  viasPerCell: 6.13
  routed_wl_um: 20300
  drt-wirelength-per-cell_um: 26.1
  antennaDiodeCount: 0
  drt_iter0_drc: 397
  drc_errors: 0
setup_path:
  arrival_ps: 3960
  worstPathRequired_ps: 6380
  crit_path_max_fanout: 16
  worstSetupPathType: "in -> reg"
  cp-end-kind: "flip-flop"
  start_kind: "input pin"
placed_design:
  hpwl_um: 13000
  dpl_cell_area_um2: 8040
  port_buffers: 29
  place.gp.congestion: 0.949
clock_network:
  ctsHoldBuffers: 0
  cts.path.max_buffers: 2
  insertion_delay_ps: 420
  htreeDepth: 4
  cts.repair.resized: 0
  cts.reportedPaths.clkPinSlew_ps: 60
  cts_tree: "yes"
  root_buffer: "clkbuf_16"
  clock_sinks: 152
  cts_buffers: 17
  post_cts_buffers: 0
sta:
  fin_setup_tns_ps: 0
  finalSetupViolations: 0
  tightestPinTransition_ps: 944
  max_freq_ghz: 0.258
  period_needed_ps: 3870
  period_used_pct: 61.5
  hold_violations: 0
  finClkSkew_ps: 7.69
  slew_violations: 0
  relSlewSlack_pct: 37.1
  rsz0062_at_grt: "false"
layout:
  lay_top_cells: "128 x edfxtp_1, 36 x mux4_2, 33 x mux2i_1, 33 x buf_4, 31 x nand2_1"
  n_fill_cell: 1476
  fin_area_um2: 8640
  drive_gt1_share_pct: 22.5
  layout_top_cell: "edfxtp_1"
  areaGrowthSynthToFinish_pct: 17.8
min_path:
  holdCritPathClass: "reg -> reg"
grt:
  grt_max_degree: 52
  grt_pass1_wl_um: 30100
  grt_pass1_vias: 4991
  grt-ovfl-total: 0
  grt_usage_pct: 24.6
  antenna_found_initial: 0
power_and_ir_drop:
  ir_drop_uv: 421
  leakage_nw: 2.95
  power_density_nw_per_um2: 538
floorplanning:
  design.portCount: 30
  rows: 49
  coreArea_um2: 18000
  fp_util_pct: 40.8
  die_y_um: 137
  dieWidth_um: 137
  chipArea_um2: 18900
status:
  status: "finished clean"
run:
  maxCapViolCount: 0
  warnings: 26
-- path summary, 6_finish.rpt --
path / slack, ps / end / startpoint / cells past startpoint
max in group asynchronous: 4800 / rd_ptr[0]$_DFFE_PP0P_ / rst / 3
worst max-delay path: 2430 / buf_mem[5][6]$_DFFE_PP_ / wr_en / 7
min in group asynchronous: 1200 / wr_ptr[1]$_DFFE_PP0P_ / rst / 3
worst min register to register: 490 / buf_out[4]$_DFFE_PP0P_ / buf_out[4]$_DFFE_PP0P_ / 2
worst min-delay path: 490 / buf_out[4]$_DFFE_PP0P_ / buf_out[4]$_DFFE_PP0P_ / 2
worst max register to register: 2670 / buf_mem[5][6]$_DFFE_PP_ / wr_ptr[0]$_DFFE_PP0P_ / 7
-- cell families (layout without fill, tap and decap cells) --
family,Yosys count,after routing
xor+xnor,12,12
simple gates,91,91
fa+ha+maj,11,11
flops,152,152
buf+inv,41,100
compound gates,100,100
mux,85,85
-- routing by layer --
metal / share of wire [%] / up-vias / wire length [µm] / GRT usage [%]
li1: - / 2082 / - / -
met1: 37 / 2326 / 7430 / 33.0
met2: 45 / 317 / 9160 / 34.3
met3: 14 / 55 / 2880 / 15.4
met4: 3.9 / 2 / 792 / 8.00
met5: 0.35 / - / 71 / 3.06
-- synthesized netlist by cell type, types with 2 or more instances --
master / number / share of area, %
nand2b_1: 3 / 0.26
inv_1: 5 / 0.26
dfrtp_1: 24 / 8.2
xnor2_1: 9 / 1.1
o221ai_1: 10 / 1.2
buf_1: 13 / 0.67
a221o_1: 3 / 0.41
edfxtp_1: 128 / 52
o22ai_1: 4 / 0.34
o2111ai_1: 2 / 0.24
o21a_1: 3 / 0.31
nand3_1: 2 / 0.14
xor2_1: 3 / 0.36
a22o_1: 5 / 0.60
a22oi_1: 15 / 1.5
and2_1: 2 / 0.17
o21ai_0: 15 / 1.0
mux4_2: 36 / 11
nor2_1: 28 / 1.4
mux2i_1: 33 / 4.5
o31ai_1: 2 / 0.20
mux2_2: 16 / 2.5
a31oi_1: 5 / 0.43
a21oi_1: 15 / 1.0
nor3_1: 9 / 0.61
a221oi_1: 11 / 1.3
nor2b_1: 7 / 0.60
nor3b_1: 2 / 0.20
ha_1: 10 / 1.7
clkinv_1: 2 / 0.10
nand2_1: 31 / 1.6
or4_1: 2 / 0.20
clkbuf_1: 20 / 1.0
-- stage by stage --
| stage | util, % | hold WS [ps] | std cells | total power [mW] | worst slack (ps) |
|---|---|---|---|---|---|
| 2_1_floorplan | - | 432 | 492 | 2.90 | 2970 |
| 3_3_place_gp | 44.7 | 478 | 749 | 3.60 | 2160 |
| 3_5_place_dp | 44.7 | 483 | 749 | 3.62 | 2030 |
| 4_1_cts | 48.1 | 498 | 780 | 4.64 | 2460 |
| 5_1_grt | 48.1 | 520 | 780 | 4.87 | 2270 |
| 6_report | 48.1 | 494 | 780 | 4.64 | 2430 |
-- critical path, stage by stage --
cell and delay [ps]:
clkdlybuf4s50_1 550, o21a_1 580, inv_1 330, buf_4 290, o2111ai_1 100, o21ai_0 100
a21oi_1 730
-- area by class of cell --
class | count | area [µm²] | area share (%)
flip-flops and latches | 152 | 4450 | 51.5
clock inverters | 14 | 176 | 2.04
inverters | 7 | 26.3 | 0.304
clock buffers | 17 | 425 | 4.92
multi-input cells | 299 | 2740 | 31.7
well taps | 229 | 287 | 3.32
repair buffers | 62 | 538 | 6.23
-- flip-flops by register name, summed over array words and instances (netlist names) --
name	cells
buf_mem	128
wr_ptr	4
rd_ptr	4
fifo_counter	8
buf_out	8
-- power breakdown --
part,total [mW],internal (mW),switching [mW]
Clock,1.03,0.623,0.403
Combinational,1.95,0.852,1.10
Sequential,1.66,1.48,0.180
Total,4.64,2.96,1.68
Power figures rest on the tool's default switching activity, not on a simulated workload.
